--- flow/run.sh ---
#!/bin/bash
# OpenROAD 26Q1-2900-gdf79404cd8, Yosys 0.63+post, stock flow scripts
make -C /OpenROAD-flow-scripts/flow DESIGN_CONFIG=/design/flow/config.mk WORK_HOME=/design/flow/orfs finish
--- flow/config.mk ---
export PLATFORM = sky130hd
export DESIGN_NAME = booth_p
export DESIGN_NICKNAME = booth_p
export VERILOG_FILES = /design/flow/design.v
export SDC_FILE = /design/flow/constraint.sdc
export NUM_CORES = 4
export LEC_CHECK = 1
export CORE_UTILIZATION = 40
--- flow/constraint.sdc ---
current_design booth_p

set clk_period 50.0
set clk_io_pct 0.2

create_clock -name clk0 -period $clk_period

set non_clock_inputs [all_inputs -no_clocks]
set_input_delay [expr $clk_period * $clk_io_pct] -clock clk0 $non_clock_inputs
set_output_delay [expr $clk_period * $clk_io_pct] -clock clk0 [all_outputs]
--- flow/design.v ---
`timescale 1ns / 1ps
module booth_p(
    input wire [133 : 0] x_src,  
    input wire [2 : 0] y_3,
    output wire [131 : 0] p
);
    booth_select booth_select(
        .y_3(y_3),
        .sel_negative(sel_negative),
        .sel_double_negative(sel_double_negative),
        .sel_positive(sel_positive),
        .sel_double_positive(sel_double_positive)
    );
    wire sel_negative,sel_double_negative,sel_positive,sel_double_positive;
    genvar i;
    generate
    for(i = 0; i < 132; i = i + 1) begin
        booth_pi booth_pi(  x_src[i+2 : i], 
                            sel_negative, 
                            sel_double_negative, 
                            sel_positive, 
                            sel_double_positive, 
                            product[i]
                         );
    end
    endgenerate
    wire [131 : 0] product;
    assign p = (sel_negative | sel_double_negative) ? product + 1 : product;
endmodule
`timescale 1ns / 1ps
module booth_pi(
    input wire [2 : 0] x_3,
    input wire sel_negative,
    input wire sel_double_negative,
    input wire sel_positive,
    input wire sel_double_positive,
    output wire pi
);
wire x_add, x_non, x_sub;
assign {x_add,x_non,x_sub} = x_3;
assign pi = ~(~(sel_negative & ~x_non) & ~(sel_double_negative & ~x_sub) 
           & ~(sel_positive & x_non ) & ~(sel_double_positive &  x_sub));
endmodule
`timescale 1ns / 1ps
module booth_select(
    input wire [2 : 0] y_3,
    output wire sel_negative,
    output wire sel_double_negative,
    output wire sel_positive,
    output wire sel_double_positive
);
wire y_add, y_non, y_sub;
assign {y_add,y_non,y_sub} = y_3;
assign sel_negative =  y_add & (y_non & ~y_sub | ~y_non & y_sub);
assign sel_positive = ~y_add & (y_non & ~y_sub | ~y_non & y_sub);
assign sel_double_negative =  y_add & ~y_non & ~y_sub;
assign sel_double_positive = ~y_add &  y_non &  y_sub;
endmodule
==> results.txt <==
run results: outcome=finished, final reports clean, Hold Path Stages=4, Tot GR Track Use=33.6%, vias in the first global route=11800, Inserted Diodes=0, CP Data Arrival Time=15.60 ns, Rel. slew slack=29.7%, Inst Count DP=2066, Sw Pwr=65.4 µW, Setup CP Type=in2out, routed wire length=48100 µm, met2 Use GR=53.9%, Log Warnings=37, startpoint types=input port, routability-driven placement congestion ratio=1.00, WP data required=40.00 ns, met3 usage=4.09%, flop count=0, mux share=1.59%, Adder Share, Synth=0.115%, FP Util=41.2%, hold path startpoint=x_src[0], Buf/Inv on CP=4, die area=27800 µm², Initial DRC Count=1316, first-pass GRT wire length=72400 µm, CLK BUF=0, # Cells Yosys=1604, Worst path max stage delay=0.85 ns, synthesized area=10900 µm², CP Cell Sequence=buf_8 > buf_12 > nor3b_2 > buf_4 > a2bb2oi_1 > a211oi_1 > nand3_1 > nand4bb_1 > nor3_1 > nor3b_1 > xnor2_1 > clkdlybuf4s50_1, Complex Gates by Area=26.8%, Cell Pwr Density=9.64 nW/µm², fin crit share=51.2%, FP Rows=59, Comb power frac=100.0%, Setup Viol. Count Final=0, Power Total=129 µW, Sum Neg Setup Slack=0 ns, GR Util met1=48.1%, share of cells above drive strength 1=5.78%, Final Instance Count excl. Fillers=2066, top cells by area, synth=xor2_1 (11%), xnor2_1 (9.4%), nor2_1 (4.4%), WHS Endpoint=p[0], synthesized area per cell=6.77 µm², sw frac=50.6%, Buffers on Ports=268, worst vdd ir=0.0107 mV, yosys warns=0, area of the core=26400 µm², Seq pwr share=0%, leading area contributor after synthesis=xor2_1, Max-area cell share=10.6%, hold crit path type=in2out, Synth Instances=1604, Area Overhead vs Synth=23.6%, xor/xnor cell area share of the yosys netlist=20.2%, Peak Freq=0.0391 GHz, Final ANT Viol Nets=0, hold buffers post-CTS=0, GR Overflow Total=0, Die H=167 µm, largest net degree at the start of global routing=153, num ports=269, post_cts resized=0, DR WL/cell=23.3 µm, Via Count=13200, critical path capture point type=primary output, DP Area=13400 µm², Chip Width=167 µm, Clock Power Share=0%, Leakage=0.00420 µW, vias per inst=6.41, Basic Gates by Area=43.3%, Slowest cell on crit path=nor3_1, internal power=64.0 µW, FF/Latch Area=0 µm², Pre-antenna DRT Iters=7, Hold Slack=21.00 ns, Yosys top cell by instances=xor2_1, RSZ-0062 raised after global routing=no, antenna violations before repair=0, Hold Vio Cnt, Final=0, Max-cap violations=0, Period minus WS final=25.60 ns, DRC=0, cell family with most CP delay=simple AND/OR/NAND/NOR gates, sequential-to-total area share from yosys stat=0%, post-route cell area=13400 µm², Synth logic family=simple AND/OR/NAND/NOR gates, Post CTS Setup Buffer Count=0, YS chip area=10900 µm², most frequent cells after synthesis=xor2_1 (132), nor2_1 (126), nand2_1 (125), critical path peak fanout=152, DPL Wire Length=35800 µm, Yosys cell types=89, Pins Over Slew Limit=0, GR peak layer=met2, worst-margin pin slew=1.05 ns
-- metrics by stage --
step	setup slack [ns]	utilization, %
after detailed placement	24.59	50.9
final	24.40	50.9
after global routing	24.16	50.9
after floorplan	25.80	-
after CTS	24.57	50.9
after global placement	24.54	50.9
-- how the worst max path moves through the flow --
stage | from | endpoint | slack, ns | depth (start not counted)
finish | y_3[2] | p[79] | 24.40 | 12
CTS | y_3[2] | p[79] | 24.57 | 11
global route | y_3[2] | p[79] | 24.16 | 12
-- cell type report --
type / instances / area, µm²
tap: 335 / 419
inverter: 13 / 48.8
fill: 2630 / 12900
multi-input combinational: 1420 / 10000
timing repair buffer: 298 / 2930
-- routing by layer --
layer / part of all wire, % / routed length [µm] / vias to the layer above
met5: 0 / 0 / -
met3: 7.9 / 3810 / 79
met4: 2.4 / 1130 / 0
met1: 44 / 21200 / 6148
met2: 46 / 22000 / 680
li1: - / - / 6342
-- cells in the final DEF, fill, tap and decap left out, types with 30 or more instances in the layout --
cell type	Yosys	routed
clkdlybuf4s50_1	0	265
xor2_1	132	132
nor2_1	126	126
nand2_1	125	125
xnor2_1	117	116
o21ai_0	91	91
a221oi_1	50	50
nor3_1	49	49
nand3_1	48	48
nor3b_1	46	46
and3b_1	42	41
a22oi_1	37	37
a21oi_1	36	36
a211oi_1	35	35
nor4b_1	34	34
o22ai_1	30	30
nor4_1	30	30
-- kinds of logic after synthesis --
group / count (synthesis)
and+or+nand+nor: 753
muxes: 17
adders and majority gates: 1
buffers and inverters: 184
xor gates and xnor gates: 250
AOI/OAI and AO/OA: 399
-- power groups by stage --
stage	combinational [µW]	clock, µW	sequential (µW)
after CTS	128	0	0
after global routing	139	0	0
final	129	0	0
Power and IR drop assume default switching activity.
