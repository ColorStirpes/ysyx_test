[/design/flow/design.v]
`timescale 1ns / 1ps
module id_ex(
    input wire reset,
    input wire clock,
    input wire flush,      
    input wire stall,
    input wire nop,
    input wire if_valid,
    input wire ex_ready,
    output wire id_ready,
    output wire id_valid,
    input wire [63 : 0] ID_pc,
    input wire [31 : 0] ID_instr,  
    input wire 		     ID_w_ena,
    input wire [4 : 0]  ID_w_addr,
    input wire [63 : 0] ID_data1,
    input wire [63 : 0] ID_data2,
    input wire [63 : 0] ID_imm,
    input wire [2 : 0]     ID_exop,
    input wire [5 : 0]    ID_aluop,
    input wire [2 : 0]   ID_memwop,
    input wire [2 : 0]   ID_memrop,
    input wire          ID_mem_ena,
    input wire           ID_mem_wr,
    output reg          EX_w_ena,
    output reg [4 : 0]  EX_w_addr,
    output reg [63 : 0] EX_data1,
    output reg [63 : 0] EX_data2,
    output reg [63 : 0] EX_imm,
    output reg [2 : 0]     EX_exop,
    output reg [5 : 0]    EX_aluop,
    output reg [2 : 0]   EX_memwop,
    output reg [2 : 0]   EX_memrop,
    output reg          EX_mem_ena,
    output reg           EX_mem_wr,
    output reg [31 : 0] EX_instr,
    output reg [63 : 0] EX_pc
);
wire id_go;
reg id_now_valid;
assign id_go = ~stall;
assign id_ready =  id_go & ex_ready;    
assign id_valid = id_now_valid;
    always@(posedge clock) begin
        if(reset == 1'b1) begin
            id_now_valid <= 0;
        end
        else if(id_ready) begin
            id_now_valid <= if_valid;
        end
    end
    always @(posedge clock) begin
        if(reset == 1'b1) begin
            EX_w_ena <= 1'b0;
            EX_w_addr <= 5'b00000;
            EX_data1 <= 64'h00000000_00000000;
            EX_data2 <= 64'h00000000_00000000;
            EX_imm <= 64'h00000000_00000000;
            EX_exop <= 3'b000;
            EX_aluop <= 6'b000000;
            EX_memwop <= 3'b000;
            EX_memrop <= 3'b000;
            EX_mem_ena <= 1'b0;
            EX_mem_wr <= 1'b0;
            EX_pc <= 64'h00000000_80000000;
            EX_instr <= 32'h00000000;
        end
        else begin
            if(if_valid & id_ready) begin
                if(nop) begin
                    EX_w_ena <= 1'b0;
                    EX_w_addr <= 5'b00000;
                    EX_data1 <= 64'h00000000_00000000;
                    EX_data2 <= 64'h00000000_00000000;
                    EX_imm <= 64'h00000000_00000000;
                    EX_exop <= 3'b000;
                    EX_aluop <= 6'b000000;
                    EX_memwop <= 3'b000;
                    EX_memrop <= 3'b000;
                    EX_mem_ena <= 1'b0;
                    EX_mem_wr <= 1'b0;
                    EX_pc <= 64'h00000000_80000000;
                    EX_instr <= 32'h00000000;
                end
                else begin
                    EX_w_ena <= ID_w_ena;
                    EX_w_addr <= ID_w_addr;
                    EX_data1 <= ID_data1;
                    EX_data2 <= ID_data2;
                    EX_imm <= ID_imm;
                    EX_exop <= ID_exop;
                    EX_aluop <= ID_aluop;
                    EX_memwop <= ID_memwop;
                    EX_memrop <= ID_memrop;
                    EX_mem_ena <= ID_mem_ena;
                    EX_mem_wr <= ID_mem_wr;
                    EX_pc <= ID_pc;
                    EX_instr <= ID_instr;
                end
            end
        end
    end
endmodule
[/design/flow/run.sh]
#!/bin/bash
# OpenROAD 26Q1-2900-gdf79404cd8, Yosys 0.63+post, stock flow scripts
make -C /OpenROAD-flow-scripts/flow DESIGN_CONFIG=/design/flow/config.mk WORK_HOME=/design/flow/orfs finish
[/design/flow/config.mk]
export PLATFORM = sky130hd
export DESIGN_NAME = id_ex
export DESIGN_NICKNAME = id_ex
export VERILOG_FILES = /design/flow/design.v
export SDC_FILE = /design/flow/constraint.sdc
export NUM_CORES = 4
export LEC_CHECK = 1
export CORE_AREA = 10 10 302 302
export DIE_AREA = 0 0 312 312
[/design/flow/constraint.sdc]
current_design id_ex

set clk_period 11.9
set clk_io_pct 0.2

create_clock -name clk0 -period $clk_period [get_ports {clock}]

set non_clock_inputs [all_inputs -no_clocks]
set_input_delay [expr $clk_period * $clk_io_pct] -clock clk0 $non_clock_inputs
set_output_delay [expr $clk_period * $clk_io_pct] -clock clk0 [all_outputs]
==> flow_metrics.py <==
# Flow results
metrics = {
    "cts": {
        "numCtsBuffers": 40,
        "cts_tree": "built",
        "clkTransAtPathRegs_ps": 60,
        "cts_setup_buffers": 0,
        "clockRootBuffer": "clkbuf_16",
        "cts.sinks": 312,
        "insertion_delay_ps": 550,
        "cts_buffer_depth": 3,
        "ctsResizeCount": 0,
        "htree_num_levels": 2,
        "hold_buffers": 0,
    },
    "final_timing": {
        "timing.fmax_ghz": 0.1675,
        "period_used_pct": 50.18,
        "rsz0062_at_grt": "false",
        "timing.final.ws_setup_ps": 5928,
        "finalSetupViolations": 0,
        "tightest_slew_ps": 783.2,
        "finalSetupTns_ps": 0,
        "period_needed_ps": 5972,
        "drv_slew": 0,
        "slew_headroom_pct": 47.79,
        "fin_skew_ps": 0,
        "timing_hold_violations_final": 0,
    },
    "routing": {
        "vias": 11887,
        "drt_first_pass_iters": 5,
        "wl_mm": 50.85,
        "drtIter0Drc": 786,
        "avgViaCountPerCell": 3.821,
        "drc": 0,
        "wl_per_cell_um": 16.35,
        "antenna_left": 0,
    },
    "critical_path": {
        "crit_path_max_fanout": 3,
        "arrival_ps": 3590,
        "criticalPathCategory": "in2out",
        "crit_required_ps": 9520,
        "critPathLaunch": "ex_ready",
        "r2r-start": "EX_pc[31]",
        "start_kind": "input port",
        "crit_path_end_kind": "primary output",
    },
    "floorplanning": {
        "die_x_um": 312,
        "fp_util_pct": 14.29,
        "fp.dieH_um": 312,
        "core-area_um2": 84880,
        "rows": 107,
        "io_pins": 631,
        "die_area_um2": 97340,
    },
    "synthesis": {
        "synth_stat.cells": 1388,
        "syn-instance-count": 1388,
        "yosys.area_share.aoi_pct": 12.87,
        "ys_sh_xor_pct": 0,
        "avgSynthCellArea_um2": 8.739,
        "ys_sh_mux_pct": 0,
        "yosys.cell_types.count": 12,
        "ys_sh_adder_pct": 0,
        "yosys_warnings": 1,
        "ys_seq_elements": 312,
        "ys_seq_share_pct": 51.50,
        "logic_family": "simple AND/OR/NAND/NOR gates",
        "synth_area_um2": 12130,
        "synth_chip_area_um2": 12130,
        "simple_gate_share_pct": 29.10,
    },
    "layout": {
        "instances_no_fill": 3111,
        "finish.utilization_pct": 24.14,
        "fillers": 9239,
        "area_growth_pct": 68.91,
        "drive_gt1_share_pct": 4.018,
    },
    "grt": {
        "overflow": 0,
        "grt_pass1_wl_mm": 75.83,
        "antenna_found_initial": 0,
        "grt_pass1_vias": 11835,
        "grt_usage_pct": 9.973,
        "grt_max_degree": 160,
    },
    "status": {
        "status": "finished, final reports clean",
    },
    "power_and_ir_drop": {
        "p_leak_uw": 0.006416,
        "power.density_nw_per_um2": 123.1,
        "peakVddDrop_v": 0.00008319,
        "finalPower_uw": 2521,
    },
    "job": {
        "drv_cap": 0,
        "warnings": 29,
    },
    "place": {
        "pre_cts_ws_ps": 5899,
        "place_inst": 3040,
        "io_buffers": 629,
        "gp_congestion": 0.8328,
        "post-dp-hpwl_mm": 35.99,
    },
    "min_path": {
        "hold_class": "reg2reg",
        "hp-start": "EX_instr[10]",
    },
}
==> layout make-up <==
type | count | area [um2] | area share, %
Antenna cell | 1 | 2.502 | 0.01221
Clock buffer | 60 | 1177 | 5.747
Clock inverter | 10 | 92.59 | 0.4519
Multi-Input combinational cell | 938 | 5095 | 24.87
Sequential cell | 312 | 6246 | 30.49
Tap cell | 1144 | 1431 | 6.987
Timing Repair Buffer | 646 | 6442 | 31.45
==> logic make-up after synthesis <==
| kind of cell | Yosys count |
|---|---|
| AOI/OAI and AO/OA | 312 |
| and+or+nand+nor | 626 |
| buffers and inverters | 138 |
| DFF | 312 |
==> Yosys cell counts, drive strengths merged <==
cell type  number  area (um2)
a21oi         312        1562
and3b           1       8.760
buf            60       499.2
clkbuf         78       292.8
dfxtp         312        6246
nand2         310        1164
nand2b          1       6.260
nand3b        311        2335
nor2b           1       6.260
nor3            2       10.01
==> per-stage QoR <==
step | instance area [um2] | hold WS, ps
finish | 20490 | 447.6
global route | 20480 | 461.4
CTS | 20480 | 449.8
detailed placement | 19210 | 442.1
global placement | 19210 | 437.4
floorplan | 12130 | 417.4
==> metal layers <==
layer	global-route usage, %	vias to the layer above	part of all wire, %
met4	3.263	0	3.8
li1	-	5801	-
met3	4.406	80	10
met1	12.03	5559	39
met5	0	-	0
met2	15.84	447	47
==> where the power goes <==
group / switching, uW / total (uW) / internal, uW
sequential: 10.2 / 1080 / 1070
combinational: 95.7 / 253 / 157
clock: 488 / 1190 / 704
==> cells in the final DEF, fill, tap and decap left out <==
cell type | netlist | layout
a21oi_1 | 312 | 312
and3b_4 | 0 | 1
buf_12 | 0 | 1
buf_4 | 2 | 16
buf_6 | 31 | 1
buf_8 | 0 | 1
bufinv_16 | 0 | 1
clkbuf_1 | 78 | 11
clkbuf_16 | 0 | 41
clkbuf_8 | 0 | 8
clkdlybuf4s50_1 | 0 | 627
clkinv_2 | 0 | 3
clkinv_4 | 0 | 1
clkinvlp_4 | 0 | 4
dfxtp_1 | 312 | 312
diode_2 | 0 | 1
inv_6 | 0 | 1
nand2_1 | 310 | 310
nand2b_1 | 1 | 1
nand3b_1 | 311 | 311
nor2b_1 | 1 | 1
nor3_1 | 2 | 2
==> worst paths after layout <==
check                 endpoint  slack (ps)  depth (start not counted)
setup reg to reg     EX_pc[31]       11190                          2
hold / removal    EX_instr[10]         450                          2
hold reg to reg   EX_instr[10]         450                          2
setup / recovery      id_ready        5930                          3
==> state kept, by name (all words and copies together), names as in the netlist <==
register	flops
EX_data1	64
EX_data2	64
EX_imm	64
EX_pc	64
EX_instr	32
EX_aluop	6
EX_w_addr	5
EX_exop	3
EX_memrop	3
EX_memwop	3
EX_mem_ena	1
EX_mem_wr	1
EX_w_ena	1
id_now_valid	1
==> worst max-delay path: stages <==
cell and delay [ps]:
clkdlybuf4s50_1 510, nor2b_1 210, clkdlybuf4s50_1 500
Power is estimated from default activity; no workload was simulated.
