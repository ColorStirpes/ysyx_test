<file path="./design.v">
`timescale 1ns / 1ps
module ysyx_22040931_MEM(
    input wire w_ena_i,
    input wire [4 : 0] w_addr_i,
    input wire [63 : 0] w_data_i,
    input wire [2 : 0]   memwop,
    input wire [2 : 0]   memrop,
    input wire           mem_ena_i,
    input wire           mem_wr_i,
    input wire [63 : 0] mem_addr_i,
    input wire [63 : 0] mem_stor_data_i,
    input wire [63 : 0] mem_data,
    input wire [63 : 0] pc_i,
    input wire [31 : 0] instr,
    output wire w_ena,
    output wire [4 : 0] w_addr,
    output wire [63 : 0] w_data,
    output wire [1 : 0]       memop, 
    output wire             mem_ena,
    output wire              mem_wr,
    output wire [63 : 0] mem_addr,
    output wire [63 : 0] mem_stor_data, 
    output wire [31 : 0] instr_o,
    output wire [63 : 0] pc_o
);
assign pc_o = pc_i;
assign instr_o = instr;
    assign w_ena = w_ena_i;
    assign w_addr = w_addr_i;
    assign mem_ena = mem_ena_i;
    assign mem_wr = mem_wr_i;
    assign mem_addr = mem_addr_i;
    wire [63 : 0] mem_r_data;
    assign w_data = (mem_ena & ~mem_wr) ? mem_r_data : w_data_i;
    wire [2 : 0] memwrop;
    assign memwrop = mem_wr_i ? memwop : memrop;
    ysyx_22040931_MuxD #(7, 3, 2)  memop_mux (
        memop,
        memwrop,
        2'b00,
        {   
            3'b001,  2'b00, 
            3'b010, 2'b00,
            3'b011,  2'b01,
            3'b100, 2'b01,
            3'b101,  2'b10,
            3'b110, 2'b10,
            3'b111,  2'b11
        }
    );
    ysyx_22040931_MuxD #(7, 3, 64)  mem_r_data_mux (
        mem_r_data,
        memrop,
        64'h00000000_00000000,
        {   
            3'b001,    {{56{mem_data[7]}} , mem_data[7 : 0]}, 
            3'b010,   {{56{1'b0}} , mem_data[7 : 0]}, 
            3'b011,    {{48{mem_data[15]}} , mem_data[15 : 0]}, 
            3'b100,   {{48{1'b0}} , mem_data[15 : 0]},
            3'b101,    {{32{mem_data[31]}} , mem_data[31 : 0]},
            3'b110,   {{32{1'b0}} , mem_data[31 : 0]},
            3'b111,    mem_data
        }
    );
    wire [63 : 0] stor_data_one;
    wire [63 : 0] stor_data_two;
    wire [63 : 0] stor_data_for;
    ysyx_22040931_MuxD #(4, 3, 64)  mem_stor_data_mux (
        mem_stor_data,
        memwop,
        64'h00000000_00000000,
        {   
            3'b001,   stor_data_one, 
            3'b011,   stor_data_two, 
            3'b101,   stor_data_for, 
            3'b111,   mem_stor_data_i
        }
    );
    ysyx_22040931_MuxD #(8, 6, 64)  mem_stor_data1_mux (
        stor_data_one,
        {memwop, mem_addr[2 : 0]},
        64'h00000000_00000000,
        {   
            {3'b001, 3'b000},  {56'b0, mem_stor_data_i[7 : 0]}, 
            {3'b001, 3'b001},  {48'b0, mem_stor_data_i[7 : 0], 8'b0},
            {3'b001, 3'b010},  {40'b0, mem_stor_data_i[7 : 0], 16'b0},
            {3'b001, 3'b011},  {32'b0, mem_stor_data_i[7 : 0], 24'b0},
            {3'b001, 3'b100},  {24'b0, mem_stor_data_i[7 : 0], 32'b0},
            {3'b001, 3'b101},  {16'b0, mem_stor_data_i[7 : 0], 40'b0},
            {3'b001, 3'b110},  {8'b0, mem_stor_data_i[7 : 0], 48'b0},
            {3'b001, 3'b111},  {mem_stor_data_i[7 : 0], 56'b0}
        }
    );
    ysyx_22040931_MuxD #(4, 5, 64)  mem_stor_data2_mux (
        stor_data_two,
        {memwop, mem_addr[2 : 1]},
        64'h00000000_00000000,
        {   
            {3'b011, 2'b00},  {48'b0, mem_stor_data_i[15 : 0]}, 
            {3'b011, 2'b01},  {32'b0, mem_stor_data_i[15 : 0], 16'b0},
            {3'b011, 2'b10},  {16'b0, mem_stor_data_i[15 : 0], 32'b0},
            {3'b011, 2'b11},  {mem_stor_data_i[15 : 0], 48'b0}
        }
    );
    ysyx_22040931_MuxD #(2, 4, 64)  mem_stor_data3_mux (
        stor_data_for,
        {memwop, mem_addr[2]},
        64'h00000000_00000000,
        {   
            {3'b101, 1'b0},  {32'b0, mem_stor_data_i[31 : 0]}, 
            {3'b101, 1'b1},  {mem_stor_data_i[31 : 0], 32'b0}
        }
    );
endmodule
`timescale 1ns / 1ps
module ysyx_22040931_MuxD #(NR_KEY = 2, KEY_LEN = 1, DATA_LEN = 1) (
  output [DATA_LEN-1:0] out,
  input [KEY_LEN-1:0] key,
  input [DATA_LEN-1:0] default_out,
  input [NR_KEY*(KEY_LEN + DATA_LEN)-1:0] lut
);
  ysyx_22040931_MuxKeyInternal #(NR_KEY, KEY_LEN, DATA_LEN, 1) i1 (out, key, default_out, lut);
endmodule
`timescale 1ns / 1ps
module ysyx_22040931_MuxKeyInternal #(NR_KEY = 2, KEY_LEN = 1, DATA_LEN = 1, HAS_DEFAULT = 0) (
  output reg [DATA_LEN-1:0] out,
  input [KEY_LEN-1:0] key,
  input [DATA_LEN-1:0] default_out,
  input [NR_KEY*(KEY_LEN + DATA_LEN)-1:0] lut
);
  localparam PAIR_LEN = KEY_LEN + DATA_LEN;
  wire [PAIR_LEN-1:0] pair_list [NR_KEY-1:0];
  wire [KEY_LEN-1:0] key_list [NR_KEY-1:0];
  wire [DATA_LEN-1:0] data_list [NR_KEY-1:0];
  generate
    for (genvar n = 0; n < NR_KEY; n = n + 1) begin
      assign pair_list[n] = lut[PAIR_LEN*(n+1)-1 : PAIR_LEN*n];
      assign data_list[n] = pair_list[n][DATA_LEN-1:0];
      assign key_list[n]  = pair_list[n][PAIR_LEN-1:DATA_LEN];
    end
  endgenerate
  reg [DATA_LEN-1 : 0] lut_out;
  reg hit;
  integer i;
  always @(*) begin
    lut_out = 0;
    hit = 0;
    for (i = 0; i < NR_KEY; i = i + 1) begin
      lut_out = lut_out | ({DATA_LEN{key == key_list[i]}} & data_list[i]);
      hit = hit | (key == key_list[i]);
    end
    if (!HAS_DEFAULT) out = lut_out;
    else out = (hit ? lut_out : default_out);
  end
endmodule
</file>
<file path="./run.sh">
#!/bin/bash
# OpenROAD 26Q1-2900-gdf79404cd8, Yosys 0.63+post, stock flow scripts
make -C /OpenROAD-flow-scripts/flow DESIGN_CONFIG=/design/flow/config.mk WORK_HOME=/design/flow/orfs finish
</file>
<file path="./config.mk">
export PLATFORM = sky130hd
export DESIGN_NAME = ysyx_22040931_MEM
export DESIGN_NICKNAME = ysyx_22040931_MEM
export VERILOG_FILES = /design/flow/design.v
export SDC_FILE = /design/flow/constraint.sdc
export NUM_CORES = 4
export LEC_CHECK = 1
export CORE_AREA = 10 10 259 259
export DIE_AREA = 0 0 269 269
</file>
<file path="./constraint.sdc">
current_design ysyx_22040931_MEM

set clk_period 9.0
set clk_io_pct 0.2

create_clock -name clk0 -period $clk_period

set non_clock_inputs [all_inputs -no_clocks]
set_input_delay [expr $clk_period * $clk_io_pct] -clock clk0 $non_clock_inputs
set_output_delay [expr $clk_period * $clk_io_pct] -clock clk0 [all_outputs]
</file>
==> changes_impl.md <==
### Changed

- Top routing layer in use: met5
- Die Width: between 200 and 300 µm
- Floorplan Utilization: 5.50%
- Final core utilization: 10.5%
- Slew at the pin closest to its max-slew limit: slightly above 0.8 ns
- CP top delay family: buffers and inverters
- Final TNS setup: 0 ns
- # IOs: 664
- Chip height: approximately 270 µm
- CP arrival: approximately 4.6 ns
- # rows: 91
- PwrDens: around 45 mW/mm²
- Tool warnings: 32
- Layout cells sized above 1: approximately 4.5%
- Slowest CP cell: clkdlybuf4s50_1
- First-pass GRT wire length: between 40000 and 50000 µm
- Bufs and invs on worst path: 3
- Most used cell, CP: clkdlybuf4s50_1
- Port Buffers: between 300 and 400
- Post-Syn Area: between 0.003 and 0.004 mm²
- Peak Freq: 156 MHz
- Critical Path Start Type: primary input
- CP Max Fanout: 14
- CP cell instances: clkdlybuf4s50_1, nor2b_1, buf_4, a22oi_1, o21ai_0, clkdlybuf4s50_1
- Initial antenna violation count: 12
- Clock buffer count: 0
- Met1 WL: approximately 12000 µm
- Remaining DRCs: 0
- Via/cell ratio: around 3.2
- Final hold violations: 0
- Cells after Synth: roughly 520
- Cts hold-fix bufs: 0
- Yosys warns: 6
- GRT overflow: 0
- Flop Count: 0
- CP Capture Type: output port
- Global Route Usage Sum: under 10%
- Crit Path Category: in2out
- Max cap viols: 0
- Die area: between 0.07 and 0.08 mm²
- Final WL: 36600 µm
- Post-cts resize count: 0
- Routed len/inst: 24.3 µm
- Largest net degree at the start of global routing: around 60
- DRT iter0 DRCs: around 390
- Vias in the first global route: roughly 5200
- Remaining antenna violation count: 0
- Worst EP required: between 7 and 8 ns
- Rel. slew slack: 45.5%
- Final min period: roughly 6.4 ns
- YS chip area: 0.00339 mm²
- Final setup vio count: 0
- Avg Inst Size Synth: around 6.5 µm²
- Layout area overhead: 90.1%
- Post-synth seq share: 0%
- Via Count: 4799
- Wire length on met2: between 15000 and 20000 µm
- Routed wl met3: roughly 5400 µm
- HP Class: in2out
- Leak: just over 2 nW
- Core outline area: 0.0616 mm²
- Status: finished clean
- Filler cells: a little over 7000
- Register area: 0 µm²
- Max-slew violation count: 0
- First-pass iteration count of the detailed router: 5
- Maximum VDD drop: between 0.02 and 0.03 mV
- Tcrit/Tclk final: roughly 71%
- Cell Type Count: ~46
- Unrepaired setup endpoints after global routing: no
- Ys cells: between 500 and 600
- Gpl congestion: 0.857
- # Post-CTS Setup Buffers: 0
- Post-DP HPWL: approximately 32000 µm
- CP max stage delay: ~0.83 ns
synth_stat cells, types with 2 or more instances:
| library cell | instances | area [µm²] |
|---|---|---|
| o31ai_1 | 2 | 15.0 |
| nand2b_1 | 4 | 25.0 |
| or2_2 | 2 | 12.5 |
| nand2_1 | 75 | 282 |
| o22ai_1 | 9 | 56.3 |
| buf_2 | 14 | 70.1 |
| a22oi_1 | 29 | 218 |
| a22o_1 | 8 | 70.1 |
| a221o_2 | 2 | 22.5 |
| a222oi_1 | 9 | 90.1 |
| inv_1 | 11 | 41.3 |
| clkbuf_1 | 7 | 26.3 |
| o21ai_1 | 23 | 115 |
| nor2_1 | 17 | 63.8 |
| a32oi_1 | 2 | 17.5 |
| nor2_2 | 2 | 12.5 |
| a21oi_1 | 27 | 135 |
| a221o_1 | 30 | 300 |
| nand3_1 | 4 | 20.0 |
| and3_1 | 2 | 12.5 |
| o21ai_0 | 33 | 165 |
| buf_4 | 170 | 1280 |
| nor2b_1 | 5 | 31.3 |
| buf_1 | 2 | 7.51 |
| buf_6 | 9 | 101 |
| a21oi_2 | 2 | 17.5 |
layout by cell type, fill, tap and decap left out, types with 3 or more instances in the layout:
cell type,synthesis,layout
nor2b_1,5,4
o21ai_1,23,23
a221o_1,30,30
clkdlybuf4s50_1,0,338
nand3_1,4,4
nor2_1,17,17
buf_4,170,13
o22ai_1,9,9
a22o_1,8,8
a22oi_1,29,29
nand2_1,75,75
nand2b_1,4,3
a222oi_1,9,9
inv_1,11,11
o21ai_0,33,33
a21oi_1,27,27
area by class of cell:
cell class | count | area (µm²) | share of cell area (%)
Timing Repair Buffer | 351 | 3480 | 54.0
Antenna cell | 1 | 2.50 | 0.0388
Inverter | 12 | 45.0 | 0.699
Tap cell | 837 | 1050 | 16.2
Multi-Input combinational cell | 305 | 1870 | 29.0
kinds of logic after synthesis:
| kind of cell | share of synthesized area (%) |
|---|---|
| compound gates | 38.4 |
| simple gates | 16.1 |
| mux | 0.295 |
| buf+inv | 45.2 |
routing by layer:
| layer | GRT usage, % | vias up |
|---|---|---|
| li1 | - | 2000 |
| met5 | 0 | - |
| met4 | 6.12 | 12 |
| met1 | 9.50 | 2146 |
| met3 | 5.01 | 162 |
| met2 | 15.1 | 479 |
metrics by stage:
step	hold slack, ns	setup WS, ns	instances	power (W)	instance area, µm²
2_1_floorplan	3.62	4.47	520	0.000109	3390
3_3_place_gp	3.60	2.58	1505	0.000293	6440
3_5_place_dp	3.60	2.49	1505	0.000293	6440
4_1_cts	3.60	2.49	1505	0.000295	6440
5_1_grt	3.60	2.31	1506	0.000310	6440
6_report	3.60	2.60	1506	0.000287	6440
where the power goes:
group          switching, W     internal [W]
clock                     0  0.0000000000150
sequential                0                0
combinational      0.000114         0.000174
worst paths after layout:
kind | to | cells after the start | slack, ns | start
worst min-delay path | instr_o[11] | 0 | 3.60 | instr[11]
worst max-delay path | mem_stor_data[61] | 6 | 2.60 | mem_addr_i[2]
No activity file was given, so power comes from the tool's default toggle rates.
